==> ./design.v <==
module vga_address_translator(x, y, mem_address);
	parameter RESOLUTION = "320x240";
	input [((RESOLUTION == "320x240") ? (8) : (7)):0] x; 
	input [((RESOLUTION == "320x240") ? (7) : (6)):0] y;	
	output reg [((RESOLUTION == "320x240") ? (16) : (14)):0] mem_address;
	wire [16:0] res_320x240 = ({1'b0, y, 8'd0} + {1'b0, y, 6'd0} + {1'b0, x});
	wire [15:0] res_160x120 = ({1'b0, y, 7'd0} + {1'b0, y, 5'd0} + {1'b0, x});
	always @(*)
	begin
		if (RESOLUTION == "320x240")
			mem_address = res_320x240;
		else
			mem_address = res_160x120[14:0];
	end
endmodule
module vga_controller(	vga_clock, resetn, pixel_colour, memory_address, 
		VGA_R, VGA_G, VGA_B,
		VGA_HS, VGA_VS, VGA_BLANK,
		VGA_SYNC, VGA_CLK);
	parameter BITS_PER_COLOUR_CHANNEL = 1;
	parameter MONOCHROME = "FALSE";
	parameter RESOLUTION = "320x240";
	parameter C_VERT_NUM_PIXELS  = 10'd480;
	parameter C_VERT_SYNC_START  = 10'd489;
	parameter C_VERT_SYNC_END    = 10'd490;  
	parameter C_VERT_TOTAL_COUNT = 10'd525;
	parameter C_HORZ_NUM_PIXELS  = 10'd640;
	parameter C_HORZ_SYNC_START  = 10'd657;
	parameter C_HORZ_SYNC_END    = 10'd752;  
	parameter C_HORZ_TOTAL_COUNT = 10'd800;
	input vga_clock, resetn;
	input [((MONOCHROME == "TRUE") ? (0) : (BITS_PER_COLOUR_CHANNEL*3-1)):0] pixel_colour;
	output [((RESOLUTION == "320x240") ? (16) : (14)):0] memory_address;
	output reg [9:0] VGA_R;
	output reg [9:0] VGA_G;
	output reg [9:0] VGA_B;
	output reg VGA_HS;
	output reg VGA_VS;
	output reg VGA_BLANK;
	output VGA_SYNC, VGA_CLK;
	reg VGA_HS1;
	reg VGA_VS1;
	reg VGA_BLANK1; 
	reg [9:0] xCounter, yCounter;
	wire xCounter_clear;
	wire yCounter_clear;
	wire vcc;
	reg [((RESOLUTION == "320x240") ? (8) : (7)):0] x; 
	reg [((RESOLUTION == "320x240") ? (7) : (6)):0] y;	
	assign vcc =1'b1;
	always @(posedge vga_clock or negedge resetn)
	begin
		if (!resetn)
			xCounter <= 10'd0;
		else if (xCounter_clear)
			xCounter <= 10'd0;
		else
		begin
			xCounter <= xCounter + 1'b1;
		end
	end
	assign xCounter_clear = (xCounter == (C_HORZ_TOTAL_COUNT-1));
	always @(posedge vga_clock or negedge resetn)
	begin
		if (!resetn)
			yCounter <= 10'd0;
		else if (xCounter_clear && yCounter_clear)
			yCounter <= 10'd0;
		else if (xCounter_clear)		 
			yCounter <= yCounter + 1'b1;
	end
	assign yCounter_clear = (yCounter == (C_VERT_TOTAL_COUNT-1)); 
	always @(*)
	begin
		if (RESOLUTION == "320x240")
		begin
			x = xCounter[9:1];
			y = yCounter[8:1];
		end
		else
		begin
			x = xCounter[9:2];
			y = yCounter[8:2];
		end
	end
	vga_address_translator controller_translator(
					.x(x), .y(y), .mem_address(memory_address) );
		defparam controller_translator.RESOLUTION = RESOLUTION;
	always @(posedge vga_clock)
	begin
		VGA_HS1 <= ~((xCounter >= C_HORZ_SYNC_START) && (xCounter <= C_HORZ_SYNC_END));
		VGA_VS1 <= ~((yCounter >= C_VERT_SYNC_START) && (yCounter <= C_VERT_SYNC_END));
		VGA_BLANK1 <= ((xCounter < C_HORZ_NUM_PIXELS) && (yCounter < C_VERT_NUM_PIXELS));	
		VGA_HS <= VGA_HS1;
		VGA_VS <= VGA_VS1;
		VGA_BLANK <= VGA_BLANK1;	
	end
	assign VGA_SYNC = vcc;
	assign VGA_CLK = vga_clock;
	integer index;
	integer sub_index;
	always @(pixel_colour)
	begin		
		VGA_R <= 'b0;
		VGA_G <= 'b0;
		VGA_B <= 'b0;
		if (MONOCHROME == "FALSE")
		begin
			for (index = 10-BITS_PER_COLOUR_CHANNEL; index >= 0; index = index - BITS_PER_COLOUR_CHANNEL)
			begin
				for (sub_index = BITS_PER_COLOUR_CHANNEL - 1; sub_index >= 0; sub_index = sub_index - 1)
				begin
					VGA_R[sub_index+index] <= pixel_colour[sub_index + BITS_PER_COLOUR_CHANNEL*2];
					VGA_G[sub_index+index] <= pixel_colour[sub_index + BITS_PER_COLOUR_CHANNEL];
					VGA_B[sub_index+index] <= pixel_colour[sub_index];
				end
			end	
		end
		else
		begin
			for (index = 0; index < 10; index = index + 1)
			begin
				VGA_R[index] <= pixel_colour[0:0];
				VGA_G[index] <= pixel_colour[0:0];
				VGA_B[index] <= pixel_colour[0:0];
			end	
		end
	end
endmodule
==> ./run.sh <==
#!/bin/bash
# OpenROAD 26Q1-2900-gdf79404cd8, Yosys 0.63+post, stock flow scripts
make -C /OpenROAD-flow-scripts/flow DESIGN_CONFIG=/design/flow/config.mk WORK_HOME=/design/flow/orfs finish
==> ./config.mk <==
export PLATFORM = sky130hd
export DESIGN_NAME = vga_controller
export DESIGN_NICKNAME = vga_controller
export VERILOG_FILES = /design/flow/design.v
export SDC_FILE = /design/flow/constraint.sdc
export NUM_CORES = 4
export LEC_CHECK = 1
export CORE_UTILIZATION = 30
==> ./constraint.sdc <==
current_design vga_controller

set clk_period 3.9
set clk_io_pct 0.2

create_clock -name clk0 -period $clk_period [get_ports {vga_clock}]

set non_clock_inputs [all_inputs -no_clocks]
set_input_delay [expr $clk_period * $clk_io_pct] -clock clk0 $non_clock_inputs
set_output_delay [expr $clk_period * $clk_io_pct] -clock clk0 [all_outputs]
==> impl_metrics.env <==
# source this file to load flow results
export IMPL_status="finished clean"
export IMPL_place_hpwl_um=2380
export IMPL_yosys_stat_chipArea_um2=2000
export IMPL_synth_async_sr_flop_share=0.769
export IMPL_initial_core_util=0.314
export IMPL_synth_ff_latch_count=26
export IMPL_maxClockFrequency_ghz=0.265
export IMPL_syn_cell_area_um2=2000
export IMPL_warning_total_across_the_stage_logs=32
export IMPL_layout_drive_gt1_share=0.172
export IMPL_critical_path_required_ns=3.12
export IMPL_boundaryPins=57
export IMPL_hold_path_class="reg -> reg"
export IMPL_grt_antenna_before_repair=0
export IMPL_synth_seq_area_share=0.310
export IMPL_vias_per_cell=4.79
export IMPL_std_cell_core_area_um2=6390
export IMPL_power_switching_uw=104
export IMPL_die_w_um=83.7
export IMPL_finalHoldViolations=0
export IMPL_clock_input_transition_at_the_sequential_cells_of_the_worst_setup_and_hold_paths_ns=0.10
export IMPL_row_count=29
export IMPL_grt_pass1_wl_um=5740
export IMPL_reg2reg_setup_slack_ns=2.03
export IMPL_critical_path_endpoint_type="output port"
export IMPL_power_share_switching=0.176
export IMPL_finalCritPeriodShare=0.969
export IMPL_r2r_cells=6
export IMPL_synthesis_area_per_instance_um2=9.77
export IMPL_p_leak_uw=0.00101
export IMPL_route_antenna_remaining_nets=0
export IMPL_drc=0
export IMPL_pwr_share_comb=0.010
export IMPL_cell_internal_pwr_uw=489
export IMPL_layout_area_overhead_vs_synth_pct=11.4
export IMPL_irDropWorstVdd_v=0.000121
export IMPL_syn_inst=205
export IMPL_yosys_most_used_dff="dfrtp_1"
export IMPL_clkLatencyLatePin_ns=0.38
export IMPL_utilization=0.350
export IMPL_synth_warnings=2
export IMPL_numPortBuffers=22
export IMPL_cap_violations=0
export IMPL_drt_total_wl_um=3470
export IMPL_design_die_area_um2=7010
export IMPL_power_share_sequential=0.452
export IMPL_topCellsByArea="dfrtp_1 (25%), ha_1 (14%), buf_4 (14%)"
export IMPL_synth_cells_most_frequent="buf_4 (38), ha_1 (23), dfrtp_1 (20)"
export IMPL_cp_data_arrival_time_ns=3.00
export IMPL_yosys_area_top_type="dfrtp_1"
export IMPL_finalSetupViolCount=0
export IMPL_setup_total_negative_slack_ns=0
export IMPL_crit_type="reg -> out"
export IMPL_yosys_cell_count_top_type="buf_4"
export IMPL_avgRoutedWirePerCell_um=12.4
export IMPL_firstDrtPassIters=4
export IMPL_cp_max_fo=5
export IMPL_grt_max_degree=21
export IMPL_clock_power_share=0.538
export IMPL_tritoncts="built"
export IMPL_number_of_global_route_vias_before_repair=1249
export IMPL_critical_path_startpoint_type="register"
export IMPL_floorplan_die_height_um=83.7
export IMPL_grt_util_all_layers=0.0984
export IMPL_gp_congestion=0.792
export IMPL_synth_cells_yosys=205
export IMPL_synth_top_cell_area_share=0.250
export IMPL_ctsHoldBuffers=0
export IMPL_final_max_slew_viol_count=0
export IMPL_routed_via_count=1340
export IMPL_synth_edff_count=0
export IMPL_drt_iter0_drc=103
export IMPL_power_per_cell_area_nw_per_um2=266
export IMPL_final_period_minus_worst_setup_slack_ns=3.78
export IMPL_worstHoldPathCells=0
export IMPL_grt_remaining_overflow=0
export IMPL_worst_clock_skew_ns=0.00639
export IMPL_diodes=0
export IMPL_synth_cell_types=43
==> what timing repair did <==
item                                   4_1_cts  5_1_grt
setup buffers                                0        7
resized                                      3        9
setup endpoints to repair                    1        4
pin swaps                                    0        5
endpoints found under the hold margin        0        0
==> through the flow <==
| step | cell area (µm²) | hold WS, ns | setup slack (ns) | instances | power [µW] |
|---|---|---|---|---|---|
| final | 2230 | 0.335 | 0.121 | 280 | 593 |
| after global routing | 2230 | 0.351 | -0.0157 | 280 | 622 |
| after CTS | 2160 | 0.338 | 0.0346 | 273 | 603 |
| after detailed placement | 2030 | 0.315 | 0.319 | 266 | 297 |
| after global placement | 2030 | 0.310 | 0.347 | 266 | 297 |
| after floorplan | 2000 | 0.310 | 0.971 | 205 | 305 |
==> power groups by stage <==
stage | sequential, µW | clock (µW) | combinational (µW)
CTS | 268 | 328 | 6.12
global route | 268 | 347 | 6.77
finish | 268 | 319 | 5.77
==> worst paths after layout <==
| check | start | endpoint |
|---|---|---|
| max | yCounter[1] | memory_address[15] |
| min | VGA_HS1 | VGA_HS |
| max reg2reg | yCounter[1] | yCounter[3] |
| min reg2reg | VGA_HS1 | VGA_HS |
| max in group asynchronous | resetn | yCounter[2] |
| min in group asynchronous | resetn | xCounter[1] |
==> registers in the layout, summed over array words and instances, names as in the netlist <==
| name | cells |
|---|---|
| VGA_VS1 | 1 |
| VGA_VS | 1 |
| VGA_HS1 | 1 |
| yCounter | 10 |
| VGA_HS | 1 |
| VGA_BLANK | 1 |
| xCounter | 10 |
| VGA_BLANK1 | 1 |
==> per-layer routing <==
layer,vias up,routed length [µm],track usage,share of wire
li1,680,-,-,-
met1,634,1750,0.158,0.50
met2,24,1550,0.143,0.45
met3,2,142,0.0151,0.041
met4,0,25,0.0200,0.0072
met5,-,0,0,0
==> cell usage in the layout (no fill, tap or decap), types with 4 or more instances in the layout <==
cell type and count:
buf_4 8, nand2_1 9, o21ai_0 8, a21oi_1 4
nor2_1 8, dfrtp_2 5, nand3_1 15, xor2_1 6
clkbuf_8 6, ha_1 23, inv_1 7, xnor2_1 10
clkdlybuf4s50_1 22, dfrtp_1 15, dfxtp_1 6
==> cell families (layout without fill, tap and decap cells) <==
kind of cell    Yosys count  after routing  synth area share
compound gates           33             33             0.104
flops                    26             26             0.310
simple gates             57             57             0.184
xor+xnor                 16             16            0.0700
mux                       1              1           0.00500
fa+ha+maj                25             25             0.164
other cells               1              1           0.00187
buf+inv                  46             44             0.161
==> worst max-delay path: stages (launching register included) <==
cell	delay [ns]
dfrtp_2	0.45
buf_4	0.14
ha_1	0.19
ha_1	0.22
fa_2	0.40
a21oi_2	0.17
o22ai_2	0.12
o41ai_2	0.31
xnor2_1	0.15
clkdlybuf4s50_1	0.47
==> cell type report <==
type	instances	area (µm²)
clock inverter	1	30.0
fill	610	4150
clock buffer	7	92.6
sequential	26	627
inverter	7	26.3
timing repair buffer	29	270
multi-input combinational	133	1090
tap	77	96.3
Power figures rest on the tool's default switching activity, not on a simulated workload.
