==> ./design.v <==
module whereiam(
	input [3:0] directions,
	input timer,
	output reg [7:0] x,
	output reg [7:0] y);
	initial begin
		x = 8'd80;
		y = 8'd80;
	end
	always @(posedge timer) begin
		if (~directions[0]) x <= x + 1; 
		if (~directions[3]) x <= x - 1; 
		if (~directions[2]) y <= y + 1; 
		if (~directions[1]) y <= y - 1; 
	end
endmodule
==> ./run.sh <==
#!/bin/bash
# OpenROAD 26Q1-2900-gdf79404cd8, Yosys 0.63+post, stock flow scripts
make -C /OpenROAD-flow-scripts/flow DESIGN_CONFIG=/design/flow/config.mk WORK_HOME=/design/flow/orfs finish
==> ./config.mk <==
export PLATFORM = sky130hd
export DESIGN_NAME = whereiam
export DESIGN_NICKNAME = whereiam
export VERILOG_FILES = /design/flow/design.v
export SDC_FILE = /design/flow/constraint.sdc
export NUM_CORES = 4
export LEC_CHECK = 1
export CORE_AREA = 10 10 92 92
export DIE_AREA = 0 0 102 102
==> ./constraint.sdc <==
current_design whereiam

set clk_period 3.5
set clk_io_pct 0.2

create_clock -name clk0 -period $clk_period [get_ports {timer}]

set non_clock_inputs [all_inputs -no_clocks]
set_input_delay [expr $clk_period * $clk_io_pct] -clock clk0 $non_clock_inputs
set_output_delay [expr $clk_period * $clk_io_pct] -clock clk0 [all_outputs]
==> ci_impl_report.md <==
### Metrics collected by this job

| Metric | Value |
|---|---|
| Number of H-tree levels | 1 |
| Peak Freq | about 400 MHz |
| FP Rows | 29 |
| Final core occ | 21.5% |
| Clock Skews | between 0.0007 and 0.0008 ns |
| Met3 WL | roughly 71 um |
| Die H | 102 um |
| DRT Pass-1 Iters | 4 |
| Number of cells in Yosys stat | around 90 |
| Path depth of the worst reg2reg path | 5 |
| Final Hold Viols | 0 |
| Port Buf Inserts | 20 |
| Max Fanout on Critical Path | 7 |
| RSZ-0062 raised after global routing | no |
| Post-Syn Area | between 1000 and 1500 um2 |
| Yosys simple share | 6.18% |
| FF-to-FF setup slack | 1.66 ns |
| Vias in the first global route | 730 |
| Number of DRC markers in iteration 0 | 26 |
| CTS Buf Count | 3 |
| Maximum VDD drop | 0.283 mV |
| Hold Path Depth | 1 |
| Post-route DRC | 0 |
| Min-Delay Path Class | reg2reg |
| Setup Viol. Count Final | 0 |
| Clock Pin Slew Worst Setup and Hold Paths | 0.06 ns |
| Final ANT Viol Nets | 0 |
| DR WL met2 | 929 um |
| Share of cells above drive strength 1 | 7.08% |
| FP Util | approximately 16% |
| Combinational power share | between 50 and 60% |
| CTS root buffer | clkbuf_8 |
| Clock Path Buffers | 2 |
| Net Sw Frac | 33.4% |
| Met1 Routed Length | about 1200 um |
| Clock power share | roughly 11% |
| Pins over their slew limit | 0 |
| Clk sink count | 16 |
| Worst r2r src | y[0]$_DFFE_PP_ |
| Flops out of synthesis | 16 |
| Top logic family | adder cells |
| Fillers | 698 |
| Core area | about 6500 um2 |
| Boundary pin count | 21 |
| N_diodes | 0 |
| Max-cap viol count | 0 |
| CTS resizes | 0 |
| Minimum hold slack | approximately 0.68 ns |
| Chip area | 10400 um2 |
| Complex-gate fraction of the synthesized area | 18.0% |
| Mapped Cells | 90 |
| Synth-to-Final Area Change | 32.1% |
| Yosys adder share | 18.1% |
| GRT Total Usage | 4.24% |
| Wire length per cell | 11.6 um |
| Actual transition at the worst max-transition pin | approximately 0.4 ns |
| Largest net degree at the start of global routing | 9 |
| Hold-fix buffers, CTS | 0 |
| Sequential fraction of design power | 34.4% |
| Syn_area_per_cell | 11.7 um2 |
| Status | finished clean |
| Yosys top cell by area | edfxtp_1 |
| P_leak | between 0.0005 and 0.0006 uW |
| Vias post-DR | approximately 750 |
| Final min period | 2.45 ns |
| Synth area leaders | edfxtp_1 46%, ha_1 14%, xnor2_1 8.3% |
| Area leader share | 45.7% |
| Final wirelength | 2200 um |
| YS chip area | 1050 um2 |
| CTS tree | done |
| HPWL after detailed placement | 1780 um |
| Worst reg2reg endpoint | y[6]$_DFFE_PP_ |
| Log Warnings | 25 |
| PD cells | 892 nW/um2 |
| Type of element launching the critical path | primary input |
| MUX share of area | 0% |
| Crit end category | flip-flop |
| Arr. time, crit path | 2.45 ns |
| Dominant logic cell type in the layout | clkdlybuf4s50_1 |
| Switch Pwr | around 410 uW |
| Via density | 3.92 |
| Critical path required time | roughly 3.5 ns |
| Relative slew slack | roughly three quarters |
| Cell-internal power | 825 uW |
| Hold path start | y[1]$_DFFE_PP_ |
| Critical path class | in2reg |
| Initial antenna violation count | 0 |
| First-pass GRT wire length | 3680 um |
| Xor/xnor share | 9.99% |
| Synth cell types | 18 |
| Worst skew pair latency | 0.24 ns |
| Chip width | about 100 um |
| Top sig layer | met4 |
| Global placer's final weighted congestion | 0.777 |
| Hold Path Sink | y[1]$_DFFE_PP_ |
| Setup_tns | 0 ns |
| Sequential fraction of the synthesis area | 45.7% |
| Setup repair bufs after CTS | 0 |
| Ys Warns | 1 |
| Total power | 1240 uW |
| Most numerous logic cells after layout | 20 x clkdlybuf4s50_1, 16 x edfxtp_1, 12 x ha_1 |
| Grt total ovfl | 0 |
| Part of the cycle the worst path needs | about 70% |
[cell type report]
class	count	area [um2]	area share, %
Multi-Input combinational cell	68	549	39.5
Clock buffer	3	41.3	2.97
Tap cell	77	96.3	6.93
Timing Repair Buffer	20	200	14.4
Sequential cell	16	480	34.6
Inverter	6	22.5	1.62
[cell usage after synthesis]
cell / count
nand2_1: 8
a41oi_2: 2
o211ai_1: 2
nor2b_1: 2
fa_1: 2
nor2_1: 6
edfxtp_1: 16
xnor2_1: 10
a211oi_2: 2
a21oi_1: 10
a21o_1: 1
ha_1: 12
o21bai_1: 2
inv_1: 6
a211oi_1: 2
xor2_1: 2
o21ai_0: 4
a21o_2: 1
[power groups by stage]
stage                 Sequential [uW]  Clock, uW  Combinational [uW]
after CTS                         430        142                 688
after global routing              442        150                 773
final                             426        136                 677
[worst max-delay path, stage by stage]
cell	delay (ns)
clkdlybuf4s50_1	0.51
inv_1	0.16
fa_1	0.48
a21oi_1	0.21
o211ai_1	0.12
a21oi_1	0.18
xnor2_1	0.08
[cells by family after synthesis]
logic type               after synthesis
AND-OR/OR-AND                         26
AND/OR/NAND/NOR                       16
buffers and inverters                  6
XOR/XNOR                              12
adder cells (fa/ha/maj)               14
flip-flops                            16
[sequential cells by signal (all words and copies together), names as in the netlist]
signal,count
y,8
x,8
[per-stage QoR]
step                      setup slack (ns)  area, um2  std cells
final                                 1.05       1390        190
after global routing                 0.883       1390        190
after CTS                             1.05       1390        190
after detailed placement             0.796       1350        187
after global placement               0.805       1350        187
after floorplan                       1.46       1050         90
[layer usage]
layer,up-vias,track usage [%]
li1,379,-
met1,345,6.42
met2,19,6.22
met3,2,0.613
met4,0,1.08
met5,-,0
[worst max-delay path by stage]
stage / from / to / slack (ns) / cells after the start
4_1_cts: directions[3] / x[6]$_DFFE_PP_ / 1.05 / 7
5_1_grt: directions[1] / y[6]$_DFFE_PP_ / 0.88 / 7
6_report: directions[3] / x[6]$_DFFE_PP_ / 1.05 / 7
Power figures rest on the tool's default switching activity, not on a simulated workload.
