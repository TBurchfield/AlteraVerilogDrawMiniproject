`flow/run.sh`:
```
#!/bin/bash
# OpenROAD 26Q1-2900-gdf79404cd8, Yosys 0.63+post, stock flow scripts
make -C /OpenROAD-flow-scripts/flow DESIGN_CONFIG=/design/flow/config.mk WORK_HOME=/design/flow/orfs finish
```
`flow/config.mk`:
```
export PLATFORM = sky130hd
export DESIGN_NAME = timer
export DESIGN_NICKNAME = timer
export VERILOG_FILES = /design/flow/design.v
export SDC_FILE = /design/flow/constraint.sdc
export NUM_CORES = 4
export LEC_CHECK = 1
export CORE_AREA = 10 10 98 98
export DIE_AREA = 0 0 108 108
```
`flow/constraint.sdc`:
```
current_design timer

set clk_period 4.2
set clk_io_pct 0.2

create_clock -name clk0 -period $clk_period [get_ports {clk}]

set non_clock_inputs [all_inputs -no_clocks]
set_input_delay [expr $clk_period * $clk_io_pct] -clock clk0 $non_clock_inputs
set_output_delay [expr $clk_period * $clk_io_pct] -clock clk0 [all_outputs]
```
`flow/design.v`:
```
module timer (
	input clk,
	output reg timer );
	reg [26:0] count;
	initial begin
		count = 0;
		timer = 0;
	end
	always @(posedge clk) begin
		count <= count + 1;
		if (count == 2500000) begin
			count <= 0;
			timer <= ~timer;
		end
	end
endmodule
```
==> results.sh <==
# source this file to load flow results
export IMPL_cp_required_ps=3360
export IMPL_fp_util_pct=16.8
export IMPL_grt_start_max_net_pins=17
export IMPL_fraction_of_layout_instances_using_a_drive_strength_above_1_pct=13.2
export IMPL_utilization_pct=19.4
export IMPL_maxSlewViolCount=0
export IMPL_netlist_instances=125
export IMPL_placed_instances=227
export IMPL_timing_critical_path_cells="clkdlybuf4s50_1"
export IMPL_first_pass_grt_wire_length_um=3750
export IMPL_ctsHoldBuffers=0
export IMPL_dp_hpwl_um=1520
export IMPL_slew_headroom_pct=77.0
export IMPL_tritoncts_num_buffers=3
export IMPL_io_buffers=1
export IMPL_placeableCoreArea_um2=7650
export IMPL_class_of_the_most_critical_hold_timing_path="register to register"
export IMPL_via_per_inst=3.74
export IMPL_cts_setup_buffers=0
export IMPL_routed_wire_length_per_instance_um=9.00
export IMPL_ant_nets=0
export IMPL_p_per_area_nw_per_um2=305
export IMPL_die_ht_um=108
export IMPL_cp_num_buf_inv=1
export IMPL_ys_async_sr_fraction_pct=0
export IMPL_gp_congestion=0.757
export IMPL_yosys_cell_count=125
export IMPL_clock_insertion_delay_worst_skew_ps=270
export IMPL_firstDrtPassIters=4
export IMPL_synth_seq_cells=28
export IMPL_final_setup_tns_ps=0
export IMPL_area_growth_synth_to_final_pct=15.5
export IMPL_lay_top_count="sky130_fd_sc_hd__dfxtp_1"
export IMPL_synth_area_yosys_um2=1290
export IMPL_filler_cell_count=819
export IMPL_synth_sequential_area_ratio_pct=44.4
export IMPL_max_slew_worst_pin_slew_ps=344
export IMPL_total_detailed_routing_wirelength_um=2080
export IMPL_initialDrtViolationCount=63
export IMPL_fmax_ghz=0.516
export IMPL_grt_overflow_total=0
export IMPL_final_hold_violation_count=0
export IMPL_reg_to_reg_start="count[10]"
export IMPL_path_class="register to output pin"
export IMPL_outcome="completed"
export IMPL_ff2ff_path_depth=3
export IMPL_multiInputGateArea_um2=692
export IMPL_rsz0062_at_grt="no"
export IMPL_yosysWarningCount=1
export IMPL_ctsResizeCount=0
export IMPL_htree_num_levels=1
export IMPL_power_static_leakage_uw=0.000507
export IMPL_critical_path_depth=1
export IMPL_grt_usage_pct=3.73
export IMPL_max_cap_violations=0
export IMPL_cell_area_after_placement_um2=1420
export IMPL_synth_area_per_cell_um2=10.3
export IMPL_warnings=26
export IMPL_grt_pass1_vias=848
export IMPL_synth_distinct_cells=33
export IMPL_maximum_clock_insertion_buffer_count=2
export IMPL_cpLargestDelayFamily="buffers and inverters"
export IMPL_largest_fanout_on_the_critical_path=2
export IMPL_cp_slowest_stage_delay_ps=470
export IMPL_worst_r2r_endpoint="timer"
export IMPL_cts_num_sinks=28
export IMPL_ctsRootBufferMaster="sky130_fd_sc_hd__clkbuf_8"
export IMPL_detail_route_antenna_diodes=0
export IMPL_endpoint="timer"
export IMPL_worstSetupStartpointType="register"
export IMPL_crit_path_end_kind="output pin"
export IMPL_tritoncts="yes"
export IMPL_setup_viol_count_final=0
export IMPL_peak_supply_drop_mv=0.136
export IMPL_vias=864
export IMPL_chip_area_um2=11700
export IMPL_worst_setup_path_startpoint="timer"
export IMPL_antenna_found_initial=0
export IMPL_timing_final_crit_share_pct=46.2
export IMPL_die_width_um=108
export IMPL_placementRows=32
export IMPL_cts_clk_slew_worst_paths_ps=90
export IMPL_setup_reg_to_reg_worst_slack_ps=2580
export IMPL_number_of_enable_type_register_cells_in_the_synthesized_netlist=1
export IMPL_crit_arrival_ps=1100
export IMPL_layout_cells_non_filler=231
export IMPL_crit_path_top_delay_cell="sky130_fd_sc_hd__clkdlybuf4s50_1"
export IMPL_clock_skew_ps=2.41
export IMPL_synth_main_ff_cell="sky130_fd_sc_hd__dfxtp_1"
export IMPL_post_layout_total_power_uw=453
export IMPL_postLayoutCellArea_um2=1490
export IMPL_post_route_drc_count=0
export IMPL_seq_area_um2=571
export IMPL_lay_top_cells="27 x sky130_fd_sc_hd__dfxtp_1, 14 x sky130_fd_sc_hd__xnor2_1, 10 x sky130_fd_sc_hd__nand3_1, 9 x sky130_fd_sc_hd__nor2_1, 8 x sky130_fd_sc_hd__xor2_1"
export IMPL_timing_final_crit_period_ps=1940
export IMPL_pin_count=2
export IMPL_mappedNetlistArea_um2=1290
-- per-layer routing --
layer  part of all wire, %  track usage [%]
met1                    54             5.38
met2                    43             5.73
met3                   2.5            0.723
met4                   1.3            0.668
met5                     0                0
-- how the worst min path moves through the flow --
stage | start | end | slack [ps] | cells after the start
6_report | count[26] | count[26] | 480 | 1
5_1_grt | count[26] | count[26] | 510 | 1
4_1_cts | count[26] | count[26] | 480 | 1
-- where the power goes --
part | switching (uW) | internal [uW]
clock | 82.3 | 104
sequential | 0 | 267
combinational | 0 | 0
-- area by class of cell --
cell class	instances	area share [%]
inverter	5	1.26
multi-input combinational	91	46.6
tap	102	8.59
sequential	28	38.4
clock buffer	4	4.47
timing repair buffer	1	0.674
-- stage by stage --
stage	setup WS, ps	hold WS (ps)
finish	2260	477
global route	2200	508
detailed placement	2560	460
global placement	2560	456
floorplan	2800	432
CTS	2240	480
-- cells in the mapped netlist, types with 3 or more instances --
cell / n / area (um^2)
sky130_fd_sc_hd__nand4_1: 6 / 37.5
sky130_fd_sc_hd__dfxtp_1: 27 / 541
sky130_fd_sc_hd__xor2_1: 8 / 70.1
sky130_fd_sc_hd__o21ai_0: 3 / 15.0
sky130_fd_sc_hd__nor3_2: 3 / 30.0
sky130_fd_sc_hd__xnor2_1: 14 / 123
sky130_fd_sc_hd__nand2_1: 5 / 18.8
sky130_fd_sc_hd__inv_1: 5 / 18.8
sky130_fd_sc_hd__nor2_1: 9 / 33.8
sky130_fd_sc_hd__nor4b_1: 3 / 26.3
sky130_fd_sc_hd__and3_1: 5 / 31.3
sky130_fd_sc_hd__and4_1: 3 / 26.3
sky130_fd_sc_hd__nand3_1: 10 / 50.1
-- kinds of logic after synthesis --
group | share of synthesized area (%)
xor+xnor | 15.0
compound gates | 1.65
flops | 44.4
simple gates | 33.7
mux | 1.56
fa+ha+maj | 1.95
buf+inv | 1.85
-- state kept, by name, summed over array words and instances, names as in the netlist --
| name | count |
|---|---|
| timer | 1 |
| count | 27 |
Power figures rest on the tool's default switching activity, not on a simulated workload.
